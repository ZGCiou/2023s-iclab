==> design/flow/design.v <==
package usertype;
typedef enum logic [3:0] { 
	No_action	= 4'd0,
	Buy				= 4'd1,
	Check			= 4'd2,
	Deposit		= 4'd4, 
	Return		= 4'd8 
}	Action ;
typedef enum logic [3:0] { 
	No_Err					= 4'b0000,  
	INV_Not_Enough	= 4'b0010,  
	Out_of_money		= 4'b0011,  
	INV_Full				= 4'b0100,  
	Wallet_is_Full	= 4'b1000,  
	Wrong_ID				= 4'b1001,  
	Wrong_Num				= 4'b1100,  
	Wrong_Item			= 4'b1010,  
	Wrong_act				= 4'b1111   
}	Error_Msg ;
typedef enum logic [1:0] { 
	Platinum	= 2'b00,
	Gold			= 2'b01,
	Silver		= 2'b10,
	Copper		= 2'b11
}	User_Level ;				
typedef enum logic [1:0] {
	No_item	= 2'd0,
	Large		= 2'd1,
	Medium	= 2'd2,
	Small		= 2'd3
}	Item_id ;
typedef logic [7:0] User_id;
typedef logic [5:0] Item_num;
typedef logic [15:0] Money;
typedef logic [11:0] EXP;
typedef logic [15:0] Item_num_ext;
typedef struct packed {
	Item_id		item_ID;
	Item_num	item_num;
	User_id		seller_ID;
}	Shopping_His;  
typedef struct packed {
	Item_num		large_num;
	Item_num		medium_num;
	Item_num		small_num;
	User_Level		level;
	EXP				exp;
}	Shop_Info;  
typedef struct packed {
	Money money; 
	Shopping_His shop_history;
}	User_Info;  
typedef union packed { 	
	Money			d_money;
	User_id	[1:0]	d_id;
	Action	[3:0]	d_act;
	Item_id	[7:0]	d_item;
	Item_num_ext	d_item_num;
} DATA;
typedef enum logic [3:0] {
	S_IDLE, 
	S_WAIT_AMNT, 
	S_WAIT_ITEM, 
	S_WAIT_ITEM_NUM, 
	S_WAIT_ID, 
	S_PROC_BUY, 
	S_PROC_CHECK_USER,
	S_PROC_CHECK_SELLER,
	S_PROC_DEP, 
	S_PROC_RET, 
	S_OUT
} e_State;
typedef enum logic [2:0] {
	DS_INT,
	DS_READY,
	DS_READ_USER,
	DS_READ_SELLER,
	DS_WRITE_USER,
	DS_WRITE_SELLER
} e_Data_State;
endpackage
import usertype::*;  
module SUBWAY(
    clk,
    rst_n,
    in_valid,
    init,
    in0,
    in1,
    in2,
    in3,
    out_valid,
    out
);
input clk, rst_n;
input in_valid;
input [1:0] init;
input [1:0] in0, in1, in2, in3; 
output reg       out_valid;
output reg [1:0] out;
parameter s_input = 1'b0;  
parameter s_output = 1'b1;  
reg  [1:0] current_state, next_state;
reg  [5:0] count;
wire [1:0] in [0:3];  
reg  [1:0] map_block [0:3][0:3];
reg  [3:0] start_position_4b; 
reg  [3:0] target_position_4b;
wire       block_style, block_end;
wire [3:0] init_decode, possible_target, check;
wire [3:0] l1, l2, l3, r1, r2, r3;
reg  [2:0] step_type;
reg  [1:0] step1, step2, step3, step4;
wire [3:0] data_step2, data_step4;
reg  [2:0] move_history [0:62];
always @(posedge clk or negedge rst_n) begin : proc_current_state
    if(~rst_n)
        current_state <= s_input;
    else
        current_state <= next_state;
end
always @(*) begin : proc_next_state
    case (current_state)
        s_input: begin
            if (count == 63)
                next_state = s_output;
            else
                next_state = s_input;
        end
        s_output:begin
            if (count == 62)
                next_state = s_input;
            else
                next_state = s_output;
        end
        default : next_state = current_state;
    endcase
end
always @(posedge clk or negedge rst_n) begin : proc_count
    if(~rst_n)
        count <= 0;
    else begin
        case (current_state)
            s_input: begin
                if (count == 63)
                    count <= 6'd0;
                else if (in_valid)
                    count <= count + 1;
            end
            s_output: begin
                if (count == 62)
                    count <= 6'd0;
                else
                    count <= count + 1;
            end
        endcase
    end
end
assign in[0] = in0;
assign in[1] = in1;
assign in[2] = in2;
assign in[3] = in3;
generate
    genvar rowidx_map;
    for (rowidx_map=0; rowidx_map<4; rowidx_map=rowidx_map+1) begin : map_block_row
        always @(posedge clk) begin
            case (current_state)
                s_input: begin
                    if (in_valid) begin
                        map_block[rowidx_map][3] <= in[rowidx_map];
                        map_block[rowidx_map][2] <= map_block[rowidx_map][3];
                        map_block[rowidx_map][1] <= map_block[rowidx_map][2];
                        map_block[rowidx_map][0] <= map_block[rowidx_map][1];
                    end
                end
            endcase
        end
    end
endgenerate
decoder_2to4 INIT(.in(init), .out(init_decode));
always @(posedge clk or negedge rst_n) begin : proc_start_position
    if(~rst_n)
        start_position_4b <= 4'b0;
    else begin
        case (current_state)
            s_input: begin
                if (count == 6'd0 && in_valid == 1'b1)
                    start_position_4b <= init_decode;
                else 
                    start_position_4b <= (block_end) ? target_position_4b : start_position_4b;
            end
        endcase
    end
end
assign possible_target = ~{in3[0], in2[0], in1[0], in0[0]};
assign check = possible_target & start_position_4b;
assign l1 = possible_target & (start_position_4b << 1);
assign r1 = possible_target & (start_position_4b >> 1);
assign l2 = possible_target & (start_position_4b << 2);
assign r2 = possible_target & (start_position_4b >> 2);
assign l3 = possible_target & (start_position_4b << 3);
assign r3 = possible_target & (start_position_4b >> 3);
always @* begin
    if (block_style) begin
        target_position_4b = start_position_4b;
        step_type = 3'd0;
    end
    else begin
        if (check != 4'b0 ) begin
            target_position_4b = start_position_4b;
            step_type = 3'd0;
        end
        else begin
            if (l1 != 4'b0) begin
                target_position_4b = start_position_4b << 1;
                step_type = 3'd1;
            end
            else if (r1 != 4'b0) begin
                target_position_4b = start_position_4b >> 1;
                step_type = 3'd2;
            end
            else if (l2 != 4'b0) begin
                target_position_4b = start_position_4b << 2;
                step_type = 3'd3;
            end
            else if (r2 != 4'b0) begin
                target_position_4b = start_position_4b >> 2;
                step_type = 3'd4;
            end
            else if (l3 != 4'b0) begin
                target_position_4b = start_position_4b << 3;
                step_type = 3'd5;
            end
            else if (r3 != 4'b0) begin
                target_position_4b = start_position_4b >> 3;
                step_type = 3'd6;
            end
            else begin
                target_position_4b = start_position_4b;  
                step_type = 3'd0;
            end
        end
    end
end
assign block_style = count[2];  
assign block_end = ~|count[1:0];
assign data_step2 = {map_block[3][2][0], map_block[2][2][0], map_block[1][2][0], map_block[0][2][0]};
assign data_step4 = {in[3][0], in[2][0], in[1][0], in[0][0]};
always @(*) begin : proc_step
    case (step_type)
        3'd0: begin  
            step1 = 2'd0;
            step2 = (|(data_step2 & start_position_4b)) ? 2'd3 : 2'd0;
            step3 = 2'd0;
            step4 = (|(data_step4 & start_position_4b)) ? 2'd3 : 2'd0;
        end
        3'd1: begin  
            step1 = 2'd1;
            step2 = (|(data_step2 & (start_position_4b<<1))) ? 2'd3 : 2'd0;
            step3 = 2'd0;
            step4 = 2'd0; 
        end
        3'd2: begin  
            step1 = 2'd2;
            step2 = (|(data_step2 & (start_position_4b>>1))) ? 2'd3 : 2'd0;
            step3 = 2'd0;
            step4 = 2'd0; 
        end
        3'd3: begin  
            step1 = 2'd1;
            step2 = (|(data_step2 & (start_position_4b<<1))) ? 2'd3 : 2'd0;
            step3 = 2'd1;
            step4 = 2'd0; 
        end
        3'd4: begin  
            step1 = 2'd2;
            step2 = (|(data_step2 & (start_position_4b>>1))) ? 2'd3 : 2'd0;
            step3 = 2'd2;
            step4 = 2'd0; 
        end
        3'd5: begin  
            step1 = 2'd1;
            step2 = (|(data_step2 & (start_position_4b<<1))) ? 2'd3 : 2'd0;
            step3 = 2'd1;
            step4 = 2'd1; 
        end
        3'd6: begin  
            step1 = 2'd2;
            step2 = (|(data_step2 & (start_position_4b>>1))) ? 2'd3 : 2'd0;
            step3 = 2'd2;
            step4 = 2'd2; 
        end
        default : begin  
            step1 = 2'd0;
            step2 = 2'd0;
            step3 = 2'd0;
            step4 = 2'd0;
        end
    endcase
end
always @(posedge clk ) begin : proc_move_history
    if (block_end) begin
        move_history [0] <= step4;
        move_history [1] <= step3;
        move_history [2] <= step2;
        move_history [3] <= step1;
    end
    else begin
        move_history [0] <= 2'd0;
        move_history [1] <= move_history [0];
        move_history [2] <= move_history [1];
        move_history [3] <= move_history [2];
    end
end
generate
    genvar mvReg_idx;
    for (mvReg_idx=4; mvReg_idx<63; mvReg_idx=mvReg_idx+1) begin : mvReg
        always @(posedge clk) begin
            move_history[mvReg_idx] <= move_history[mvReg_idx-1];
        end
    end
endgenerate
always @(posedge clk or negedge rst_n) begin : proc_out_valid
    if(~rst_n)
        out_valid <= 1'b0;
    else begin
        case (current_state)
            s_input: out_valid <= 1'b0;
            s_output: out_valid <= 1'b1;
        endcase
    end
end
always @(posedge clk or negedge rst_n) begin : proc_out
    if(~rst_n)
        out <= 2'd0;
    else begin
        case (current_state)
            s_input: begin
                out <= 2'd0;
            end
            s_output: begin
                out <= move_history[62];
            end
        endcase
    end
end
endmodule
module decoder_2to4(
    input [1:0] in,
    output reg [3:0] out
);
    always @(*) begin
        case (in)
            2'd0: out = 4'b0001;
            2'd1: out = 4'b0010;
            2'd2: out = 4'b0100;
            default : out = 4'b1000;
        endcase
    end
endmodule
==> design/flow/run.sh <==
#!/bin/bash
# OpenROAD 26Q1-2900-gdf79404cd8, Yosys 0.63+post, stock flow scripts
make -C /OpenROAD-flow-scripts/flow DESIGN_CONFIG=/design/flow/config.mk WORK_HOME=/design/flow/orfs finish
==> design/flow/config.mk <==
export PLATFORM = sky130hd
export DESIGN_NAME = SUBWAY
export DESIGN_NICKNAME = SUBWAY
export VERILOG_FILES = /design/flow/design.v
export SDC_FILE = /design/flow/constraint.sdc
export NUM_CORES = 4
export LEC_CHECK = 1
export CORE_UTILIZATION = 50
==> design/flow/constraint.sdc <==
current_design SUBWAY

set clk_period 4.9
set clk_io_pct 0.2

create_clock -name clk0 -period $clk_period [get_ports {clk}]

set non_clock_inputs [all_inputs -no_clocks]
set_input_delay [expr $clk_period * $clk_io_pct] -clock clk0 $non_clock_inputs
set_output_delay [expr $clk_period * $clk_io_pct] -clock clk0 [all_outputs]
==> CHANGELOG.md <==
### Implementation results

* Vias per cell at a little under 5
* H-tree depth at 4
* # setup viols final at 0
* CTS sink count at 149
* Switch share at 0.2120
* Clk latency late pin at 0.50 ns
* Worst Skew at 0.007044 ns
* IO Count at 16
* Yosys chip area at approximately 0.0042 sq mm
* Hold WC Path Type: register to register
* Crit path kind: input port to register
* Sw power at roughly 0.53 mW
* Grt total ovfl at 0
* Synth Flop Type: dfxtp_1
* Slew @ Worst Pin at 0.6848 ns
* R2r setup slk at 2.60 ns
* CP Data Arrival Time at 3.21 ns
* PD cells at roughly 500 mW/mm^2
* DP Wirelength at about 3300 um
* Final Hold Fails at 0
* CTS tree: done
* Layout cells sized above 1 at 0.1701
* Reg2Reg Depth at 6
* Int Power at 1.980 mW
* Clk slew on worst S/H paths at 0.06 ns
* Post-Synthesis Cell Area at roughly 0.0042 sq mm
* Number of enable flip-flop cells at 8
* Num CTS Buffers at 17
* Die height at approximately 93 um
* Core Util at FP at 0.5295
* Unrepaired setup endpoints after global routing: no
* Chip area at ~0.0087 sq mm
* Status: completed
* Fraction of registers with async set/reset at 0.1007
* Worst Path Required at approximately 5.3 ns
* Initial antenna violation count at 0
* Hold Crit Endpoint: move_history[58][0]$_DFF_P_
* Pins Over Slew Limit at 0
* DRT iter0 DRCs at 64
* Hold Crit Start: move_history[57][0]$_DFF_P_
* Power, Total at 2.513 mW
* CP Launch Type: input port
* Tool warning count at 31
* Max_cap viols at 0
* Final antenna-violating net count at 0
* RD Place Congestion at roughly 0.91
* Logic area at 958.4 sq um
* Core area at slightly below 0.008 sq mm
* WHS at approximately 0.32 ns
* #FFs+latches synth at ~150
* IO Port Bufs at 11
* Cell accounting for the most synthesized area: dfxtp_1
* Crit. End Element: register
* Vias in the first global route at about 2000
* Global-route wire length before repair at around 9600 um
* Yosys cell count at 298
* Static leakage at between 2 and 2.5 nW
* R2R Path End: start_position_4b[2]$_DFFE_PN0P_
* Max VDD drop at 0.3570 mV
* Area leader share at 0.6040
* DR vias at around 2100
* Die width at between 90 and 100 um
* Register share after synthesis at 0.7516
* Post-CTS Resized at 0
* GRT Overall Usage at 0.1484
* Longest Clk Path Bufs at 2
* Fmax at approximately 350 MHz
* Minimum clock period at 2.826 ns
* Worst hold stages at 0
* WL/cell at 12.73 um
* Worst-path maximum fanout at 10
* Largest net degree at the start of global routing at 17
* Post-CTS setup buffer count at 0
* TNS Setup at 0 ns
* Comb pwr share at 0.008
* Relative slew margins at 0.5420
* Pre-antenna DRT Iters at 4
* Period utilisation layout at 0.5768
* Reg area at around 0.0031 sq mm
* Rows at 32
* Ys Warns at 4
* Top cells, area: dfxtp_1 60%, dfrtp_1 8.4%, edfxtp_1 5.8%
* Hold buffer count at cts at 0
* Clock share of power at 0.505
* Critical R2R Launch: start_position_4b[2]$_DFFE_PN0P_
* Antenna cells at 0
* Synthesized instance count at approximately 300
* Post-Route WL at about 5600 um
* Area Overhead vs Synth at 19.02%
* Clock Root Buffer: clkbuf_8
* Unique cell types at roughly 56
* Syn avg cell area at 14.02 sq um
* Seq pwr share at 0.487
* # fillers at between 500 and 600
* Residual DRC count at 0
[worst max-delay path by stage]
stage                   from                                to  slack [ns]  cells after the start
final                 in1[0]  start_position_4b[2]$_DFFE_PN0P_        2.07                      7
after global routing  in1[0]  start_position_4b[3]$_DFFE_PN0P_        1.96                      7
after CTS             in1[0]  start_position_4b[2]$_DFFE_PN0P_        2.09                      7
[metal layers]
metal  global-route usage  up-vias  wire [um]  share of wire
met4              0.02436        0         51         0.0092
li1                     -     1090          -              -
met2               0.1936       29       2271           0.41
met1               0.2613      989       3042           0.55
met5                    0        -          0              0
met3              0.04384        4        201          0.036
[power by group through the flow]
stage	clock [mW]	combinational (mW)	sequential, mW
after CTS	1.30	0.0210	1.22
final	1.27	0.0207	1.22
after global routing	1.36	0.0234	1.22
[Yosys cell counts (3+ instances only)]
| cell | count |
|---|---|
| nor3_1 | 3 |
| ha_1 | 3 |
| o21ai_0 | 10 |
| nand2b_1 | 3 |
| mux2_4 | 4 |
| dfrtp_1 | 14 |
| edfxtp_1 | 8 |
| inv_1 | 9 |
| a21oi_1 | 7 |
| nor2_1 | 14 |
| nand4_1 | 3 |
| nor2b_1 | 5 |
| a221oi_1 | 4 |
| a22o_1 | 4 |
| dfxtp_1 | 126 |
| o31ai_1 | 3 |
| nand3_1 | 6 |
| and3_1 | 3 |
| and2_1 | 3 |
| nand2_1 | 17 |
| buf_2 | 3 |
[state kept, by name (all words and copies together) (netlist names)]
signal             count
count                  6
out_valid              1
move_history         126
out                    2
start_position_4b      4
current_state          2
map_block              8
[layout by cell type, fill, tap and decap left out, types with 3 or more instances in the layout]
| cell type | n |
|---|---|
| and3_1 | 3 |
| a22o_1 | 4 |
| o21ai_0 | 10 |
| dfxtp_1 | 126 |
| a21oi_1 | 7 |
| and2_1 | 3 |
| mux2_4 | 4 |
| o31ai_1 | 3 |
| nor2b_1 | 5 |
| inv_1 | 9 |
| inv_8 | 3 |
| nor3_1 | 3 |
| a221oi_1 | 4 |
| ha_1 | 3 |
| edfxtp_1 | 8 |
| nand2b_1 | 3 |
| clkbuf_16 | 16 |
| nor2_1 | 14 |
| nand4_1 | 3 |
| nand2_1 | 17 |
| nand3_1 | 6 |
| clkdlybuf4s50_1 | 11 |
| inv_6 | 6 |
| dfrtp_1 | 14 |
[critical path: stages]
cell and delay [ns]:
clkdlybuf4s50_1 0.69, nor2b_1 0.14, a221oi_1 0.40, and4_4 0.35
o21ai_2 0.08, o211ai_4 0.26, mux2_4 0.32
[through the flow]
stage	instances	worst slack [ns]	instance area (sq um)	utilization
after global placement	405	1.554	4373	0.5544
after floorplan	298	2.410	4177	-
after global routing	437	1.956	4971	0.6302
after detailed placement	405	1.556	4373	0.5544
final	437	2.074	4971	0.6302
after CTS	437	2.092	4971	0.6302
[final cells by class]
| class | count | area share |
|---|---|---|
| clock buffers | 17 | 0.08331 |
| repair buffers | 11 | 0.02215 |
| well taps | 102 | 0.02567 |
| clock inverters | 15 | 0.03700 |
| inverters | 10 | 0.007551 |
| flip-flops and latches | 149 | 0.6315 |
| multi-input cells | 133 | 0.1928 |
[cell families after synthesis]
logic type               synth area share
flip-flops                         0.7516
XOR/XNOR                         0.004195
AND/OR/NAND/NOR                   0.09497
AND-OR/OR-AND                     0.09916
adder cells (fa/ha/maj)          0.008988
buffers and inverters             0.01887
multiplexers                      0.02217
Power is estimated from default activity; no workload was simulated.
